===== flow/run.sh =====
#!/bin/bash
# OpenROAD 26Q1-2900-gdf79404cd8, Yosys 0.63+post, stock flow scripts
make -C /OpenROAD-flow-scripts/flow DESIGN_CONFIG=/design/flow/config.mk WORK_HOME=/design/flow/orfs finish

===== flow/config.mk =====
export PLATFORM = sky130hd
export DESIGN_NAME = LFSR_49Bit
export DESIGN_NICKNAME = LFSR_49Bit
export VERILOG_FILES = /design/flow/design.v
export SDC_FILE = /design/flow/constraint.sdc
export NUM_CORES = 4
export LEC_CHECK = 1
export CORE_AREA = 10 10 109 109
export DIE_AREA = 0 0 119 119

===== flow/constraint.sdc =====
current_design LFSR_49Bit

set clk_period 1.3
set clk_io_pct 0.2

create_clock -name clk0 -period $clk_period [get_ports {CLK}]

set non_clock_inputs [all_inputs -no_clocks]
set_input_delay [expr $clk_period * $clk_io_pct] -clock clk0 $non_clock_inputs
set_output_delay [expr $clk_period * $clk_io_pct] -clock clk0 [all_outputs]

===== flow/design.v =====
`timescale 1ns / 1ps
module LFSR_49Bit #
(
    parameter INIT_VALUE = 49'h1_55AA_AA55_55AA
)
(
    input CLK,
    input RESET,
    output [48:0] DATA_OUT
);
reg [48:0] DATA_OUT;
always@(posedge CLK)
begin
    if(RESET)
    begin
        DATA_OUT = INIT_VALUE;
    end
    else
    begin
        DATA_OUT[48:1] = DATA_OUT[47:0];
        DATA_OUT[0] = DATA_OUT[48]^~DATA_OUT[39];
    end
end
endmodule

==> results.json <==
{
  "grt_antenna_before_repair": 0,
  "crit_start_category": "flip-flop",
  "openroad_warnings": 25,
  "num_antenna_cells": 0,
  "report.final.slew_viol_count": 0,
  "reg2reg_from": "DATA_OUT[38]$_SDFF_PP0_",
  "slew-limit-headroom_pct": 82.2,
  "finalHoldViolations": 0,
  "worstHoldStart": "RESET",
  "p_leak_uw": 0.000900,
  "max_cap_viol_count": 0,
  "tritoncts": "yes",
  "end_kind": "primary output",
  "crit_family": "flip-flops",
  "cts_inserted_buffers": 5,
  "dieWidth_um": 119,
  "power.density_cell_area_nw_per_um2": 1410,
  "r2r.worst_path.cells": 2,
  "clock_skew_ns": 0.00507,
  "grt_pass1_wl_mm": 5.28,
  "wl_per_cell_um": 10.7,
  "numClockSinks": 49,
  "outcome": "complete, no violations",
  "finalSetupViolCount": 0,
  "grt-busiest-layer": "met1",
  "worst_case_setup_margin_in_the_final_layout_ns": 0.168,
  "dpl_worst_slack_ns": 0.206,
  "final_min_period_over_clock_period_pct": 87.1,
  "fillers": 1044,
  "vdd.ir_drop.worst_mv": 0.485,
  "critical_path_class": "flip-flop to primary output",
  "yosysSeqAreaShare_pct": 73.6,
  "cts_max_level": 2,
  "wirelength_mm": 3.18,
  "worstPathRequired_ns": 1.04,
  "cts_max_path_buffers": 2,
  "max_slew.worst_pin.slew_ns": 0.267,
  "die_area_um2": 14200,
  "synthesis.area_per_instance_um2": 12.8,
  "insertion_delay_ns": 0.30,
  "core_area_um2": 9640,
  "reg2reg_to": "DATA_OUT[39]$_SDFF_PP1_",
  "area_growth_from_synthesis_to_layout_pct": 61.8,
  "gp_congestion": 0.692,
  "crit_path_cell_trace": "dlygate4sd2_1",
  "portBuffers": 50,
  "ff2ff_setup_slack_ns": 0.46,
  "met2_usage_pct": 6.22,
  "critPathMaxStageDelay_ns": 0.34,
  "drt_iter0_drc": 34,
  "crit_fanout": 2,
  "die-height_um": 119,
  "cp_num_buf_inv": 1,
  "globalRouteMet1Util_pct": 6.47,
  "number_of_buffers_inserted_by_hold_repair_at_cts": 0,
  "synth.yosys.num_cells": 104,
  "number_of_global_route_vias_before_repair": 916,
  "synthesis.area_um2": 1330,
  "period_minus_slack_ns": 1.13,
  "synth-seq-cells": 49,
  "io_pins": 51,
  "drt.antenna.violating_nets": 0,
  "holdPathEnd": "DATA_OUT[43]$_SDFF_PP0_",
  "drt_drc_violations_left": 0,
  "synthesis.instances": 104,
  "grt_setup_unrepaired": "no",
  "critPathSlowestCell": "dfxtp_2",
  "synthesis.yosys.warnings": 1,
  "placement_rows": 36,
  "global_route.overflow_total": 0,
  "num_vias": 853,
  "viasPerCell": 2.86,
  "use_met3_pct": 2.59,
  "pin_count_of_the_biggest_net_entering_global_routing": 24,
  "cell_count_of_the_worst_hold_path": 2,
  "final_layout_size_suffix_gt1_share_pct": 46.7,
  "place_hpwl_mm": 2.25,
  "dr.pass1.iters": 2,
  "critical_path_arrival_ns": 0.87,
  "clockRootBuffer": "clkbuf_8",
  "fmax_ghz": 0.883,
  "setup_total_negative_slack_ns": 0,
  "floorplanUtilization_pct": 13.8,
  "clk_pin_slew_worst_paths_ns": 0.09,
  "largest_reg_flops": 49,
  "hold-worst-slack_ns": 0.306,
  "synth_cell_types": 9,
  "synth_chip_area_um2": 1330,
  "gr-usage-all-layers_pct": 4.62,
  "post-layout-total-power_uw": 3040,
  "min_path_type": "input pin to flip-flop"
}
==> repair_timing <==
item                       in CTS  in global routing
gates resized                  96                  0
setup endpoints to repair      49                  0
setup buffers                   6                  0
hold endpoints to repair        0                  0
==> cells by family after synthesis <==
family                 synth area share [%]
buffers and inverters                  2.82
AND/OR/NAND/NOR                        22.9
XOR/XNOR                              0.657
flip-flops                             73.6
==> area by class of cell <==
type,instances,area (um^2),share of cell area (%)
flip-flops and latches,49,1040,48.2
repair buffers,58,519,24.1
multi-input cells,50,314,14.6
well taps,133,166,7.72
clock buffers,7,86.3,4.00
clock inverters,1,30.0,1.39
==> where the power goes <==
part | internal [uW] | switching, uW
logic | 176 | 69.1
clock network | 628 | 494
registers | 1630 | 42.7
==> layer usage <==
layer,part of all wire [%],vias to the layer above
met4,1.5,0
li1,-,432
met1,50,375
met2,38,38
met5,0,-
met3,11,8
==> layout by cell type (no fill, tap or decap) <==
cell	synthesis	layout
buf_4	0	6
buf_2	3	1
dfxtp_2	0	47
or2_1	11	11
dlygate4sd2_1	0	49
and2b_1	1	1
dfxtp_1	49	2
buf_12	0	2
nor2b_1	22	22
xor2_1	1	1
bufinv_16	0	1
clkbuf_8	0	6
clkbuf_1	0	1
nor2_1	1	1
or2_2	14	14
==> cell usage after synthesis <==
master    n  area share, %
or2_2    14            6.6
buf_6     2            1.7
and2b_1   1           0.56
nor2b_1  22             10
dfxtp_1  49             74
nor2_1    1           0.28
or2_1    11            5.2
xor2_1    1           0.66
buf_2     3            1.1
==> worst reg2reg max path, stage by stage (launching register included) <==
cell	delay (ns)
dfxtp_2	0.33
buf_4	0.13
or2_2	0.28
==> how the worst max path moves through the flow <==
stage,to,startpoint,slack [ns],cells past startpoint
after CTS,DATA_OUT[29],DATA_OUT[29]$_SDFF_PP1_,0.14,1
after global routing,DATA_OUT[30],DATA_OUT[30]$_SDFF_PP0_,0.10,1
final,DATA_OUT[27],DATA_OUT[27]$_SDFF_PP1_,0.17,1
==> stage by stage <==
step | utilization (%) | std cells | instance area [um^2]
floorplan | - | 104 | 1330
global placement | 20.7 | 284 | 2000
detailed placement | 20.7 | 284 | 2000
CTS | 22.4 | 298 | 2160
global route | 22.4 | 298 | 2160
finish | 22.4 | 298 | 2160
No activity file was given, so power comes from the tool's default toggle rates.
